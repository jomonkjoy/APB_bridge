===== design/flow/run.sh =====
#!/bin/bash
# OpenROAD 26Q1-2900-gdf79404cd8, Yosys 0.63+post, stock flow scripts
make -C /OpenROAD-flow-scripts/flow DESIGN_CONFIG=/design/flow/config.mk WORK_HOME=/design/flow/orfs finish

===== design/flow/config.mk =====
export PLATFORM = sky130hd
export DESIGN_NAME = apb_slave_example
export DESIGN_NICKNAME = apb_slave_example
export VERILOG_FILES = /design/flow/design.v
export SDC_FILE = /design/flow/constraint.sdc
export NUM_CORES = 4
export LEC_CHECK = 1
export CORE_UTILIZATION = 40
export SYNTH_HDL_FRONTEND = slang

===== design/flow/constraint.sdc =====
current_design apb_slave_example

set clk_period 3.1
set clk_io_pct 0.2

create_clock -name clk0 -period $clk_period [get_ports {pclk}]

set non_clock_inputs [all_inputs -no_clocks]
set_input_delay [expr $clk_period * $clk_io_pct] -clock clk0 $non_clock_inputs
set_output_delay [expr $clk_period * $clk_io_pct] -clock clk0 [all_outputs]

===== design/flow/design.v =====
interface apb_if #(
  parameter int ADDR_WIDTH = 32,
  parameter int DATA_WIDTH = 32,
  parameter int STRB_WIDTH = DATA_WIDTH/8
) (
  input  logic pclk,
  input  logic presetn
);
  logic [ADDR_WIDTH-1:0] paddr;
  logic                  psel;
  logic                  penable;
  logic                  pwrite;
  logic [DATA_WIDTH-1:0] pwdata;
  logic [STRB_WIDTH-1:0] pstrb;      
  logic [DATA_WIDTH-1:0] prdata;
  logic                  pready;
  logic                  pslverr;
  modport master (
    input  prdata,
    input  pready,
    input  pslverr,
    output paddr,
    output psel,
    output penable,
    output pwrite,
    output pwdata,
    output pstrb
  );
  modport slave (
    input  paddr,
    input  psel,
    input  penable,
    input  pwrite,
    input  pwdata,
    input  pstrb,
    output prdata,
    output pready,
    output pslverr
  );
endinterface
interface axi_lite_if #(
    parameter int ADDR_WIDTH = 32,
    parameter int DATA_WIDTH = 32
)(
    input logic aclk,
    input logic aresetn
);
    localparam int STRB_WIDTH = DATA_WIDTH / 8;
    logic [ADDR_WIDTH-1:0]  awaddr;
    logic [2:0]             awprot;      
    logic                   awvalid;
    logic                   awready;
    logic [DATA_WIDTH-1:0]  wdata;
    logic [STRB_WIDTH-1:0]  wstrb;       
    logic                   wvalid;
    logic                   wready;
    logic [1:0]             bresp;       
    logic                   bvalid;
    logic                   bready;
    logic [ADDR_WIDTH-1:0]  araddr;
    logic [2:0]             arprot;      
    logic                   arvalid;
    logic                   arready;
    logic [DATA_WIDTH-1:0]  rdata;
    logic [1:0]             rresp;       
    logic                   rvalid;
    logic                   rready;
    modport master (
        input  aclk, aresetn,
        output awaddr, awprot, awvalid,
        input  awready,
        output wdata, wstrb, wvalid,
        input  wready,
        input  bresp, bvalid,
        output bready,
        output araddr, arprot, arvalid,
        input  arready,
        input  rdata, rresp, rvalid,
        output rready
    );
    modport slave (
        input  aclk, aresetn,
        input  awaddr, awprot, awvalid,
        output awready,
        input  wdata, wstrb, wvalid,
        output wready,
        output bresp, bvalid,
        input  bready,
        input  araddr, arprot, arvalid,
        output arready,
        output rdata, rresp, rvalid,
        input  rready
    );
    modport monitor (
        input aclk, aresetn,
        input awaddr, awprot, awvalid, awready,
        input wdata, wstrb, wvalid, wready,
        input bresp, bvalid, bready,
        input araddr, arprot, arvalid, arready,
        input rdata, rresp, rvalid, rready
    );
    task automatic write(
        input  logic [ADDR_WIDTH-1:0] addr,
        input  logic [DATA_WIDTH-1:0] data,
        input  logic [STRB_WIDTH-1:0] strb = '1,
        output logic [1:0]            resp
    );
        @(posedge aclk);
        awaddr  <= addr;
        awprot  <= 3'b000;
        awvalid <= 1'b1;
        wdata   <= data;
        wstrb   <= strb;
        wvalid  <= 1'b1;
        fork
            begin  
                while (!awready) @(posedge aclk);
                awvalid <= 1'b0;
            end
            begin  
                while (!wready) @(posedge aclk);
                wvalid <= 1'b0;
            end
        join
        bready <= 1'b1;
        while (!bvalid) @(posedge aclk);
        resp = bresp;
        @(posedge aclk);
        bready <= 1'b0;
    endtask
    task automatic read(
        input  logic [ADDR_WIDTH-1:0] addr,
        output logic [DATA_WIDTH-1:0] data,
        output logic [1:0]            resp
    );
        @(posedge aclk);
        araddr  <= addr;
        arprot  <= 3'b000;
        arvalid <= 1'b1;
        while (!arready) @(posedge aclk);
        arvalid <= 1'b0;
        rready <= 1'b1;
        while (!rvalid) @(posedge aclk);
        data = rdata;
        resp = rresp;
        @(posedge aclk);
        rready <= 1'b0;
    endtask
endinterface : axi_lite_if
interface axi_mm_if #(
    parameter int ADDR_WIDTH = 32,
    parameter int DATA_WIDTH = 32,
    parameter int ID_WIDTH   = 4,
    parameter int USER_WIDTH = 1
    )(
    input logic aclk,
    input logic aresetn
);
    localparam int STRB_WIDTH = DATA_WIDTH / 8;
    logic [ID_WIDTH-1:0]    awid;
    logic [ADDR_WIDTH-1:0]  awaddr;
    logic [7:0]             awlen;       
    logic [2:0]             awsize;      
    logic [1:0]             awburst;     
    logic                   awlock;      
    logic [3:0]             awcache;     
    logic [2:0]             awprot;      
    logic [3:0]             awqos;       
    logic [3:0]             awregion;    
    logic [USER_WIDTH-1:0]  awuser;      
    logic                   awvalid;
    logic                   awready;
    logic [DATA_WIDTH-1:0]  wdata;
    logic [STRB_WIDTH-1:0]  wstrb;       
    logic                   wlast;       
    logic [USER_WIDTH-1:0]  wuser;       
    logic                   wvalid;
    logic                   wready;
    logic [ID_WIDTH-1:0]    bid;
    logic [1:0]             bresp;       
    logic [USER_WIDTH-1:0]  buser;       
    logic                   bvalid;
    logic                   bready;
    logic [ID_WIDTH-1:0]    arid;
    logic [ADDR_WIDTH-1:0]  araddr;
    logic [7:0]             arlen;       
    logic [2:0]             arsize;      
    logic [1:0]             arburst;     
    logic                   arlock;      
    logic [3:0]             arcache;     
    logic [2:0]             arprot;      
    logic [3:0]             arqos;       
    logic [3:0]             arregion;    
    logic [USER_WIDTH-1:0]  aruser;      
    logic                   arvalid;
    logic                   arready;
    logic [ID_WIDTH-1:0]    rid;
    logic [DATA_WIDTH-1:0]  rdata;
    logic [1:0]             rresp;       
    logic                   rlast;       
    logic [USER_WIDTH-1:0]  ruser;       
    logic                   rvalid;
    logic                   rready;
    modport master (
        input  aclk, aresetn,
        output awid, awaddr, awlen, awsize, awburst, awlock, awcache, 
            awprot, awqos, awregion, awuser, awvalid,
        input  awready,
        output wdata, wstrb, wlast, wuser, wvalid,
        input  wready,
        input  bid, bresp, buser, bvalid,
        output bready,
        output arid, araddr, arlen, arsize, arburst, arlock, arcache,
            arprot, arqos, arregion, aruser, arvalid,
        input  arready,
        input  rid, rdata, rresp, rlast, ruser, rvalid,
        output rready
    );
    modport slave (
        input  aclk, aresetn,
        input  awid, awaddr, awlen, awsize, awburst, awlock, awcache,
            awprot, awqos, awregion, awuser, awvalid,
        output awready,
        input  wdata, wstrb, wlast, wuser, wvalid,
        output wready,
        output bid, bresp, buser, bvalid,
        input  bready,
        input  arid, araddr, arlen, arsize, arburst, arlock, arcache,
            arprot, arqos, arregion, aruser, arvalid,
        output arready,
        output rid, rdata, rresp, rlast, ruser, rvalid,
        input  rready
    );
    modport monitor (
        input aclk, aresetn,
        input awid, awaddr, awlen, awsize, awburst, awlock, awcache,
            awprot, awqos, awregion, awuser, awvalid, awready,
        input wdata, wstrb, wlast, wuser, wvalid, wready,
        input bid, bresp, buser, bvalid, bready,
        input arid, araddr, arlen, arsize, arburst, arlock, arcache,
            arprot, arqos, arregion, aruser, arvalid, arready,
        input rid, rdata, rresp, rlast, ruser, rvalid, rready
    );
endinterface : axi_mm_if
interface axis_if #(
    parameter int DATA_WIDTH = 32,
    parameter int ID_WIDTH   = 1,
    parameter int DEST_WIDTH = 1,
    parameter int USER_WIDTH = 1
)(
    input logic aclk,
    input logic aresetn
);
    localparam int STRB_WIDTH = DATA_WIDTH / 8;
    localparam int KEEP_WIDTH = DATA_WIDTH / 8;
    logic [DATA_WIDTH-1:0]  tdata;       
    logic [STRB_WIDTH-1:0]  tstrb;       
    logic [KEEP_WIDTH-1:0]  tkeep;       
    logic                   tlast;       
    logic [ID_WIDTH-1:0]    tid;         
    logic [DEST_WIDTH-1:0]  tdest;       
    logic [USER_WIDTH-1:0]  tuser;       
    logic                   tvalid;      
    logic                   tready;      
    modport master (
        input  aclk, aresetn,
        output tdata, tstrb, tkeep, tlast, tid, tdest, tuser, tvalid,
        input  tready
    );
    modport slave (
        input  aclk, aresetn,
        input  tdata, tstrb, tkeep, tlast, tid, tdest, tuser, tvalid,
        output tready
    );
    modport monitor (
        input aclk, aresetn,
        input tdata, tstrb, tkeep, tlast, tid, tdest, tuser, tvalid, tready
    );
    task automatic send(
        input logic [DATA_WIDTH-1:0] data,
        input logic [KEEP_WIDTH-1:0] keep = '1,
        input logic [STRB_WIDTH-1:0] strb = '1,
        input logic                  last = 1'b0,
        input logic [ID_WIDTH-1:0]   id   = '0,
        input logic [DEST_WIDTH-1:0] dest = '0,
        input logic [USER_WIDTH-1:0] user = '0
    );
        @(posedge aclk);
        tdata  <= data;
        tkeep  <= keep;
        tstrb  <= strb;
        tlast  <= last;
        tid    <= id;
        tdest  <= dest;
        tuser  <= user;
        tvalid <= 1'b1;
        while (!tready) @(posedge aclk);
        @(posedge aclk);
        tvalid <= 1'b0;
    endtask
    task automatic receive(
        output logic [DATA_WIDTH-1:0] data,
        output logic [KEEP_WIDTH-1:0] keep,
        output logic [STRB_WIDTH-1:0] strb,
        output logic                  last,
        output logic [ID_WIDTH-1:0]   id,
        output logic [DEST_WIDTH-1:0] dest,
        output logic [USER_WIDTH-1:0] user
    );
        tready <= 1'b1;
        while (!tvalid) @(posedge aclk);
        data = tdata;
        keep = tkeep;
        strb = tstrb;
        last = tlast;
        id   = tid;
        dest = tdest;
        user = tuser;
        @(posedge aclk);
        tready <= 1'b0;
    endtask
endinterface : axis_if
module apb_slave_example #(
    parameter int ADDR_WIDTH = 32,
    parameter int DATA_WIDTH = 32,
    parameter int NUM_REGS = 4
) (
    input  logic                    pclk,
    input  logic                    presetn,
    input  logic [ADDR_WIDTH-1:0]   paddr,
    input  logic                    psel,
    input  logic                    penable,
    input  logic                    pwrite,
    input  logic [DATA_WIDTH-1:0]   pwdata,
    input  logic [DATA_WIDTH/8-1:0] pstrb,
    output logic [DATA_WIDTH-1:0]   prdata,
    output logic                    pready,
    output logic                    pslverr
);
    logic [DATA_WIDTH-1:0] registers [NUM_REGS];
    logic [ADDR_WIDTH-1:0] addr_index;
    assign addr_index = paddr[ADDR_WIDTH-1:2];  
    assign pready = 1'b1;  
    assign pslverr = (addr_index >= NUM_REGS);  
    always_ff @(posedge pclk or negedge presetn) begin
        if (!presetn) begin
            for (int i = 0; i < NUM_REGS; i++) begin
                registers[i] <= '0;
            end
        end else if (psel && penable && pwrite && !pslverr) begin
            for (int i = 0; i < DATA_WIDTH/8; i++) begin
                if (pstrb[i]) begin
                    registers[addr_index][i*8 +: 8] <= pwdata[i*8 +: 8];
                end
            end
        end
    end
    always_comb begin
        if (psel && !pwrite && !pslverr) begin
            prdata = registers[addr_index];
        end else begin
            prdata = '0;
        end
    end
endmodule

==> run_results.csv <==
group,metric,value,unit
run_status,status,"completed",
floorplanning,initCoreUtil,0.417,
yosys,yosys-top-cells-area,"dfrtp_1, mux2_2, mux4_2, nor4_4, nor2b_1",
hold_path,hold_class,"primary input to asynchronous set/reset pin",
global_route,grt_pass1_vias,4206,
layout,top_regs,"registers: 128 flops",
yosys,ys_cells,377,
yosys,synth_flops,128,
floorplanning,chipArea,15900,um^2
floorplanning,die_h,126,um
critical_path,cp.required,2.48,ns
clock_tree,clock_latency,0.41,ns
layout,lay_top_cells,"mux2_2, dfrtp_1, clkdlybuf4s50_1",
yosys,postSynth.asyncResetShare,1.00,
place,dpl-instance-area,7630,um^2
global_route,grt_usage,0.193,
place,gp_congestion,0.727,
final_timing,setup_viol,0,
layout,fillers,1148,
global_route,grt_overflow,0,
flow_run,warnings,29,
route,drtAntennaViolNets,0,
power_and_ir_drop,ir_drop,0.547,mV
yosys,ys_seq_frac,0.521,
final_timing,fin_crit_sh,0.991,
yosys,yosysTopAreaCell,"dfrtp_1",
critical_path,crit_path_end_kind,"output pin",
power_and_ir_drop,powerDensity,488,nW/um^2
yosys,netlist_instances,377,
clock_tree,cts_tree,"yes",
layout,area_growth,37.3,%
final_timing,whs,0.144,ns
layout,logic_area,2980,um^2
floorplanning,io_pins,107,
critical_path,crit_path_start_kind,"primary input",
route,drt-vias-per-instance,5.28,
route,vias,3821,
yosys,ff_type,"dfrtp_1",
clock_tree,cts_hold_buf,0,
place,dp_cells,679,
place,dp_hpwl,8560,um
route,num_antenna_cells,0,
route,drtPass1Iterations,4,
yosys,synth.top_cell.area_share,0.521,
final_timing,layout_min_cycle_time,3.07,ns
critical_path,worst_ep_arrival_time,2.45,ns
yosys,synth_warnings,0,
clock_tree,h-tree-depth,4,
route,wl,13500,um
flow_run,maxCapViolations,0,
power_and_ir_drop,report.power.total,4.12,mW
clock_tree,clk_pin_slew,0.05,ns
yosys,yosys_area,6150,um^2
layout,ff_latch_area,3200,um^2
yosys,syn_area,6150,um^2
clock_tree,clockBufferDepth,2,
global_route,antenna_found_initial,0,
floorplanning,die_x,126,um
route,drt_iter0_drc,114,
final_timing,grt_setup_unrepaired,"yes",
yosys,synth.distinct_cells,21,
final_timing,maxSlewViolCount,0,
route,routedWlPerCell,18.6,um
clock_tree,clock-sinks,128,
power_and_ir_drop,leakagePower,4.10,nW
final_timing,fin_skew,0,ns
final_timing,maxClockFrequency,326,MHz
global_route,grt_pass1_wl,22500,um
clock_tree,numCtsBuffers,17,
global_route,grt_max_degree,69,
layout,largest-register,"registers",
layout,final_area,8440,um^2
critical_path,path_class,"primary input to output pin",
layout,largest_reg_flops,128,
route,route.detailed.drc,0,
layout,finalNonFillerCells,724,
floorplanning,placementRows,44,
layout,drive_gt1_frac,0.567,
floorplanning,core,14800,um^2
yosys,synth-edff-count,0,
place,portBuffers,103,
final_timing,hold_violations,0,
yosys,syn_avg_cell_area,16.3,um^2
clock_tree,root_buffer,"clkbuf_16",
critical_path,crit_fanout,6,
## final cells by class
class                   instances  share of cell area
clock buffers                  21              0.0545
multi-input cells             233               0.353
clock inverters                11              0.0248
well taps                     184              0.0273
flip-flops and latches        128               0.379
repair buffers                147               0.161
## power by group
group          total [mW]  internal [mW]  switching (mW)  leakage, nW
Clock                2.24           1.55           0.692        0.331
Combinational       0.211         0.0985           0.112         1.98
Sequential           1.67           1.67   0.00000000317         1.79
## worst paths after layout
path / start / endpoint / slack [ns] / depth (start not counted)
setup / recovery: paddr[13] / prdata[5] / 0.03 / 9
hold / removal: presetn / registers[92]$_DFFE_PN0P_ / 0.14 / 1
setup reg to reg: registers[115]$_DFFE_PN0P_ / registers[115]$_DFFE_PN0P_ / 2.33 / 1
hold reg to reg: registers[14]$_DFFE_PN0P_ / registers[14]$_DFFE_PN0P_ / 0.50 / 1
max in group asynchronous: presetn / registers[67]$_DFFE_PN0P_ / 2.19 / 2
min in group clk0: registers[14]$_DFFE_PN0P_ / registers[14]$_DFFE_PN0P_ / 0.50 / 1
## kinds of logic after synthesis
family	count (synthesis)	synth area share
other cells	1	0.000610
simple gates	72	0.111
flops	128	0.521
mux	160	0.352
buf+inv	16	0.0155
## Yosys cell counts, types with 2 or more instances
library cell and instances:
nor4_1 7, or2_2 2, dfrtp_1 128, nand4_1 3
nand2_1 4, clkbuf_1 7, mux2_2 128, buf_6 2
mux4_2 32, nand2b_1 2, nor4_4 16, nand4b_1 2
buf_4 2, nand3_1 2, buf_1 3, nor2b_1 32
## per-layer routing
metal	routed length (um)	GRT usage	up-vias
met5	0	0	-
met4	194	0.0213	0
met3	1050	0.0723	16
met2	6170	0.283	118
met1	6070	0.300	1950
li1	-	-	1737
## worst max-delay path: stages
cell,delay [ns]
dlygate4sd2_1,0.23
nor4_1,0.20
nand4_1,0.22
or4b_4,0.58
buf_6,0.15
buf_12,0.13
buf_6,0.11
nor2b_4,0.11
clkbuf_2,0.10
## what timing repair did
item / CTS / global route
setup buffers: 11 / 3
resized: 116 / 63
pin swaps: 6 / 10
endpoints found under the setup margin: 33 / 33
cloned: 3 / 0
## through the flow
| step | setup TNS [ns] | utilization | setup slack, ns |
|---|---|---|---|
| 3_3_place_gp | -14.30 | 0.517 | -0.548 |
| 5_1_grt | -1.61 | 0.572 | -0.102 |
| 6_report | 0 | 0.572 | 0.0294 |
| 4_1_cts | -1.28 | 0.576 | -0.276 |
| 3_5_place_dp | -14.48 | 0.517 | -0.533 |
| 2_1_floorplan | 0 | - | 0.424 |
Power and IR drop assume default switching activity.
