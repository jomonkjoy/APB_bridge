[design/flow/run.sh]
#!/bin/bash
# OpenROAD 26Q1-2900-gdf79404cd8, Yosys 0.63+post, stock flow scripts
make -C /OpenROAD-flow-scripts/flow DESIGN_CONFIG=/design/flow/config.mk WORK_HOME=/design/flow/orfs finish
[design/flow/config.mk]
export PLATFORM = sky130hd
export DESIGN_NAME = apb_bridge
export DESIGN_NICKNAME = apb_bridge
export VERILOG_FILES = /design/flow/design.v
export SDC_FILE = /design/flow/constraint.sdc
export NUM_CORES = 4
export LEC_CHECK = 1
export CORE_AREA = 10 10 168 168
export DIE_AREA = 0 0 178 178
export SYNTH_HDL_FRONTEND = slang
[design/flow/constraint.sdc]
current_design apb_bridge

set clk_period 7.7
set clk_io_pct 0.2

create_clock -name clk0 -period $clk_period [get_ports {pclk}]

set non_clock_inputs [all_inputs -no_clocks]
set_input_delay [expr $clk_period * $clk_io_pct] -clock clk0 $non_clock_inputs
set_output_delay [expr $clk_period * $clk_io_pct] -clock clk0 [all_outputs]
[design/flow/design.v]
interface apb_if #(
  parameter int ADDR_WIDTH = 32,
  parameter int DATA_WIDTH = 32,
  parameter int STRB_WIDTH = DATA_WIDTH/8
) (
  input  logic pclk,
  input  logic presetn
);
  logic [ADDR_WIDTH-1:0] paddr;
  logic                  psel;
  logic                  penable;
  logic                  pwrite;
  logic [DATA_WIDTH-1:0] pwdata;
  logic [STRB_WIDTH-1:0] pstrb;      
  logic [DATA_WIDTH-1:0] prdata;
  logic                  pready;
  logic                  pslverr;
  modport master (
    input  prdata,
    input  pready,
    input  pslverr,
    output paddr,
    output psel,
    output penable,
    output pwrite,
    output pwdata,
    output pstrb
  );
  modport slave (
    input  paddr,
    input  psel,
    input  penable,
    input  pwrite,
    input  pwdata,
    input  pstrb,
    output prdata,
    output pready,
    output pslverr
  );
endinterface
interface axi_lite_if #(
    parameter int ADDR_WIDTH = 32,
    parameter int DATA_WIDTH = 32
)(
    input logic aclk,
    input logic aresetn
);
    localparam int STRB_WIDTH = DATA_WIDTH / 8;
    logic [ADDR_WIDTH-1:0]  awaddr;
    logic [2:0]             awprot;      
    logic                   awvalid;
    logic                   awready;
    logic [DATA_WIDTH-1:0]  wdata;
    logic [STRB_WIDTH-1:0]  wstrb;       
    logic                   wvalid;
    logic                   wready;
    logic [1:0]             bresp;       
    logic                   bvalid;
    logic                   bready;
    logic [ADDR_WIDTH-1:0]  araddr;
    logic [2:0]             arprot;      
    logic                   arvalid;
    logic                   arready;
    logic [DATA_WIDTH-1:0]  rdata;
    logic [1:0]             rresp;       
    logic                   rvalid;
    logic                   rready;
    modport master (
        input  aclk, aresetn,
        output awaddr, awprot, awvalid,
        input  awready,
        output wdata, wstrb, wvalid,
        input  wready,
        input  bresp, bvalid,
        output bready,
        output araddr, arprot, arvalid,
        input  arready,
        input  rdata, rresp, rvalid,
        output rready
    );
    modport slave (
        input  aclk, aresetn,
        input  awaddr, awprot, awvalid,
        output awready,
        input  wdata, wstrb, wvalid,
        output wready,
        output bresp, bvalid,
        input  bready,
        input  araddr, arprot, arvalid,
        output arready,
        output rdata, rresp, rvalid,
        input  rready
    );
    modport monitor (
        input aclk, aresetn,
        input awaddr, awprot, awvalid, awready,
        input wdata, wstrb, wvalid, wready,
        input bresp, bvalid, bready,
        input araddr, arprot, arvalid, arready,
        input rdata, rresp, rvalid, rready
    );
    task automatic write(
        input  logic [ADDR_WIDTH-1:0] addr,
        input  logic [DATA_WIDTH-1:0] data,
        input  logic [STRB_WIDTH-1:0] strb = '1,
        output logic [1:0]            resp
    );
        @(posedge aclk);
        awaddr  <= addr;
        awprot  <= 3'b000;
        awvalid <= 1'b1;
        wdata   <= data;
        wstrb   <= strb;
        wvalid  <= 1'b1;
        fork
            begin  
                while (!awready) @(posedge aclk);
                awvalid <= 1'b0;
            end
            begin  
                while (!wready) @(posedge aclk);
                wvalid <= 1'b0;
            end
        join
        bready <= 1'b1;
        while (!bvalid) @(posedge aclk);
        resp = bresp;
        @(posedge aclk);
        bready <= 1'b0;
    endtask
    task automatic read(
        input  logic [ADDR_WIDTH-1:0] addr,
        output logic [DATA_WIDTH-1:0] data,
        output logic [1:0]            resp
    );
        @(posedge aclk);
        araddr  <= addr;
        arprot  <= 3'b000;
        arvalid <= 1'b1;
        while (!arready) @(posedge aclk);
        arvalid <= 1'b0;
        rready <= 1'b1;
        while (!rvalid) @(posedge aclk);
        data = rdata;
        resp = rresp;
        @(posedge aclk);
        rready <= 1'b0;
    endtask
endinterface : axi_lite_if
interface axi_mm_if #(
    parameter int ADDR_WIDTH = 32,
    parameter int DATA_WIDTH = 32,
    parameter int ID_WIDTH   = 4,
    parameter int USER_WIDTH = 1
    )(
    input logic aclk,
    input logic aresetn
);
    localparam int STRB_WIDTH = DATA_WIDTH / 8;
    logic [ID_WIDTH-1:0]    awid;
    logic [ADDR_WIDTH-1:0]  awaddr;
    logic [7:0]             awlen;       
    logic [2:0]             awsize;      
    logic [1:0]             awburst;     
    logic                   awlock;      
    logic [3:0]             awcache;     
    logic [2:0]             awprot;      
    logic [3:0]             awqos;       
    logic [3:0]             awregion;    
    logic [USER_WIDTH-1:0]  awuser;      
    logic                   awvalid;
    logic                   awready;
    logic [DATA_WIDTH-1:0]  wdata;
    logic [STRB_WIDTH-1:0]  wstrb;       
    logic                   wlast;       
    logic [USER_WIDTH-1:0]  wuser;       
    logic                   wvalid;
    logic                   wready;
    logic [ID_WIDTH-1:0]    bid;
    logic [1:0]             bresp;       
    logic [USER_WIDTH-1:0]  buser;       
    logic                   bvalid;
    logic                   bready;
    logic [ID_WIDTH-1:0]    arid;
    logic [ADDR_WIDTH-1:0]  araddr;
    logic [7:0]             arlen;       
    logic [2:0]             arsize;      
    logic [1:0]             arburst;     
    logic                   arlock;      
    logic [3:0]             arcache;     
    logic [2:0]             arprot;      
    logic [3:0]             arqos;       
    logic [3:0]             arregion;    
    logic [USER_WIDTH-1:0]  aruser;      
    logic                   arvalid;
    logic                   arready;
    logic [ID_WIDTH-1:0]    rid;
    logic [DATA_WIDTH-1:0]  rdata;
    logic [1:0]             rresp;       
    logic                   rlast;       
    logic [USER_WIDTH-1:0]  ruser;       
    logic                   rvalid;
    logic                   rready;
    modport master (
        input  aclk, aresetn,
        output awid, awaddr, awlen, awsize, awburst, awlock, awcache, 
            awprot, awqos, awregion, awuser, awvalid,
        input  awready,
        output wdata, wstrb, wlast, wuser, wvalid,
        input  wready,
        input  bid, bresp, buser, bvalid,
        output bready,
        output arid, araddr, arlen, arsize, arburst, arlock, arcache,
            arprot, arqos, arregion, aruser, arvalid,
        input  arready,
        input  rid, rdata, rresp, rlast, ruser, rvalid,
        output rready
    );
    modport slave (
        input  aclk, aresetn,
        input  awid, awaddr, awlen, awsize, awburst, awlock, awcache,
            awprot, awqos, awregion, awuser, awvalid,
        output awready,
        input  wdata, wstrb, wlast, wuser, wvalid,
        output wready,
        output bid, bresp, buser, bvalid,
        input  bready,
        input  arid, araddr, arlen, arsize, arburst, arlock, arcache,
            arprot, arqos, arregion, aruser, arvalid,
        output arready,
        output rid, rdata, rresp, rlast, ruser, rvalid,
        input  rready
    );
    modport monitor (
        input aclk, aresetn,
        input awid, awaddr, awlen, awsize, awburst, awlock, awcache,
            awprot, awqos, awregion, awuser, awvalid, awready,
        input wdata, wstrb, wlast, wuser, wvalid, wready,
        input bid, bresp, buser, bvalid, bready,
        input arid, araddr, arlen, arsize, arburst, arlock, arcache,
            arprot, arqos, arregion, aruser, arvalid, arready,
        input rid, rdata, rresp, rlast, ruser, rvalid, rready
    );
endinterface : axi_mm_if
interface axis_if #(
    parameter int DATA_WIDTH = 32,
    parameter int ID_WIDTH   = 1,
    parameter int DEST_WIDTH = 1,
    parameter int USER_WIDTH = 1
)(
    input logic aclk,
    input logic aresetn
);
    localparam int STRB_WIDTH = DATA_WIDTH / 8;
    localparam int KEEP_WIDTH = DATA_WIDTH / 8;
    logic [DATA_WIDTH-1:0]  tdata;       
    logic [STRB_WIDTH-1:0]  tstrb;       
    logic [KEEP_WIDTH-1:0]  tkeep;       
    logic                   tlast;       
    logic [ID_WIDTH-1:0]    tid;         
    logic [DEST_WIDTH-1:0]  tdest;       
    logic [USER_WIDTH-1:0]  tuser;       
    logic                   tvalid;      
    logic                   tready;      
    modport master (
        input  aclk, aresetn,
        output tdata, tstrb, tkeep, tlast, tid, tdest, tuser, tvalid,
        input  tready
    );
    modport slave (
        input  aclk, aresetn,
        input  tdata, tstrb, tkeep, tlast, tid, tdest, tuser, tvalid,
        output tready
    );
    modport monitor (
        input aclk, aresetn,
        input tdata, tstrb, tkeep, tlast, tid, tdest, tuser, tvalid, tready
    );
    task automatic send(
        input logic [DATA_WIDTH-1:0] data,
        input logic [KEEP_WIDTH-1:0] keep = '1,
        input logic [STRB_WIDTH-1:0] strb = '1,
        input logic                  last = 1'b0,
        input logic [ID_WIDTH-1:0]   id   = '0,
        input logic [DEST_WIDTH-1:0] dest = '0,
        input logic [USER_WIDTH-1:0] user = '0
    );
        @(posedge aclk);
        tdata  <= data;
        tkeep  <= keep;
        tstrb  <= strb;
        tlast  <= last;
        tid    <= id;
        tdest  <= dest;
        tuser  <= user;
        tvalid <= 1'b1;
        while (!tready) @(posedge aclk);
        @(posedge aclk);
        tvalid <= 1'b0;
    endtask
    task automatic receive(
        output logic [DATA_WIDTH-1:0] data,
        output logic [KEEP_WIDTH-1:0] keep,
        output logic [STRB_WIDTH-1:0] strb,
        output logic                  last,
        output logic [ID_WIDTH-1:0]   id,
        output logic [DEST_WIDTH-1:0] dest,
        output logic [USER_WIDTH-1:0] user
    );
        tready <= 1'b1;
        while (!tvalid) @(posedge aclk);
        data = tdata;
        keep = tkeep;
        strb = tstrb;
        last = tlast;
        id   = tid;
        dest = tdest;
        user = tuser;
        @(posedge aclk);
        tready <= 1'b0;
    endtask
endinterface : axis_if
module apb_bridge #(
    parameter int ADDR_WIDTH = 32,
    parameter int DATA_WIDTH = 32,
    parameter int NUM_SLAVES = 4,
    parameter bit [ADDR_WIDTH-1:0] BASE_ADDR [NUM_SLAVES] = '{
        32'h0000_0000,   
        32'h0000_1000,   
        32'h0000_2000,   
        32'h0000_3000    
    },
    parameter bit [ADDR_WIDTH-1:0] ADDR_MASK [NUM_SLAVES] = '{
        32'h0000_0FFF,   
        32'h0000_0FFF,   
        32'h0000_0FFF,   
        32'h0000_0FFF    
    }
) (
    input  logic                    pclk,
    input  logic                    presetn,
    input  logic [ADDR_WIDTH-1:0]   paddr,
    input  logic                    psel,
    input  logic                    penable,
    input  logic                    pwrite,
    input  logic [DATA_WIDTH-1:0]   pwdata,
    input  logic [DATA_WIDTH/8-1:0] pstrb,
    input  logic [2:0]              pprot,
    output logic [DATA_WIDTH-1:0]   prdata,
    output logic                    pready,
    output logic                    pslverr,
    output logic [ADDR_WIDTH-1:0]   paddr_s  [NUM_SLAVES],
    output logic                    psel_s   [NUM_SLAVES],
    output logic                    penable_s,
    output logic                    pwrite_s,
    output logic [DATA_WIDTH-1:0]   pwdata_s,
    output logic [DATA_WIDTH/8-1:0] pstrb_s,
    output logic [2:0]              pprot_s,
    input  logic [DATA_WIDTH-1:0]   prdata_s [NUM_SLAVES],
    input  logic                    pready_s [NUM_SLAVES],
    input  logic                    pslverr_s[NUM_SLAVES]
);
    logic [NUM_SLAVES-1:0] slave_select;
    logic [NUM_SLAVES-1:0] slave_select_reg;
    logic                  valid_slave;
    logic                  decode_error;
    always_comb begin
        slave_select = '0;
        valid_slave = 1'b0;
        for (int i = 0; i < NUM_SLAVES; i++) begin
            if ((paddr & ~ADDR_MASK[i]) == (BASE_ADDR[i] & ~ADDR_MASK[i])) begin
                slave_select[i] = 1'b1;
                valid_slave = 1'b1;
            end
        end
    end
    assign decode_error = psel && !valid_slave;
    always_ff @(posedge pclk or negedge presetn) begin
        if (!presetn) begin
            slave_select_reg <= '0;
        end else if (psel && !penable) begin
            slave_select_reg <= slave_select;
        end
    end
    always_comb begin
        for (int i = 0; i < NUM_SLAVES; i++) begin
            paddr_s[i] = paddr - BASE_ADDR[i];
            if (penable) begin
                psel_s[i] = slave_select_reg[i];
            end else begin
                psel_s[i] = slave_select[i] && psel;
            end
        end
    end
    assign penable_s = penable;
    assign pwrite_s  = pwrite;
    assign pwdata_s  = pwdata;
    assign pstrb_s   = pstrb;
    assign pprot_s   = pprot;
    always_comb begin
        prdata  = '0;
        pready  = 1'b1;   
        pslverr = 1'b0;
        if (decode_error) begin
            prdata  = '0;
            pready  = 1'b1;
            pslverr = 1'b1;
        end else begin
            for (int i = 0; i < NUM_SLAVES; i++) begin
                if (slave_select_reg[i]) begin
                    prdata  = prdata_s[i];
                    pready  = pready_s[i];
                    pslverr = pslverr_s[i];
                end
            end
        end
    end
endmodule
==> reports/qor.txt <==
Status: finished clean
Total Routing Usage GR: 9.94%
Post-synthesis async set-or-reset flop share: 100%
Flip-flops with a built-in enable: 0
Min Clock Period, post-route: 6.29 ns
Max transition margin: 38.5%
Remaining routing DRC violations: 0
Vias post-DR: 3886
Critical path's slowest cell: sky130_fd_sc_hd__nor3b_1
Area share of the largest cell type after synthesis: 24.1%
Post-Syn Area per Cell: 7.04 um^2
Antenna violations before repair: 2
Instance tally after logic synthesis: 491
Post-layout worst setup margin: 1.41 ns
Maximum buffer depth of the clock tree: 2
Cell chain of the critical path: clkdlybuf4s50_1, inv_1, ha_1, nor3b_1, nand2_1, nor3_1, xor2_1, clkdlybuf4s50_1
Pleak: 1.97 nW
Number of H-tree levels: 1
Ys flop type: sky130_fd_sc_hd__dfrtp_1
Critical Path Sink Type: output pin
CP max FO: 10
Critical Path Source Type: input pin
Post-cts hold-fix buffer tally: 0
Number of library cell types mapped by synthesis: 43
TritonCTS clock tree: yes
Ports placed on the boundary: 419
Synth warnings: 0
Number of DRC violations after detailed-routing iteration 0: 152
FP Rows: 57
Setup repair after global routing missed its margin: no
Detailed-routed wire length on met3: 2.88 mm
Buffers & Inverters on Critical Path: 3
Fraction of layout instances using a drive strength above 1: 9.11%
Setup fix buffers added after clock tree synthesis: 0
Post-detailed-route count of antenna-violating nets: 0
WP data arrival: 4.75 ns
Fmax: 0.159 GHz
Via count of the first global-routing pass: 4000
CP required: 6.16 ns
First-pass GRT wire length: 24.5 mm
Setup TNS: 0 ns
Cell taking the most area after synthesis: sky130_fd_sc_hd__buf_4
Most common library cell in the layout ignoring fill and taps: sky130_fd_sc_hd__clkdlybuf4s50_1
Worst hold slack: 0.528 ns
Total of buffers placed on input and output ports: 278
Final GP Congestion: 0.914
CP delay by family, top: buffers and inverters
Maximum ir drop on the vdd rail: 0.0330 mV
Synth Register Bits: 4
Post-placement worst setup slack: 1.38 ns
Hold violation total from the final report: 0
Root Buffer Master: sky130_fd_sc_hd__clkbuf_16
Core utilization before placement: 14.1%
Crit-path most repeated cell: sky130_fd_sc_hd__clkdlybuf4s50_1
Post-CTS sizing: 0
Setup-failing EPs final: 0
Number of flip-flops in the largest register: 4
Met2 wirelength from detailed routing: 7.47 mm
Number of clock sinks seen by CTS: 4
Post-synthesis chip area from yosys: 0.00346 mm^2
Fraction of the cycle the final worst path needs: 81.7%
Cell area after synthesis: 0.00346 mm^2
Path type of the worst min-delay path: reg2reg
Die X: 178 um
DRT Wirelength: 17.5 mm
Main area contributors: sky130_fd_sc_hd__buf_4 24%, sky130_fd_sc_hd__a221oi_1 8.1%, sky130_fd_sc_hd__a211o_1 7.9%
Pins over their slew limit: 0
Number of clock buffers inserted by TritonCTS: 3
DR vias/cell: 4.09
Most frequent logic cells in the routed design: 278 x sky130_fd_sc_hd__clkdlybuf4s50_1, 62 x sky130_fd_sc_hd__nand2_1, 42 x sky130_fd_sc_hd__inv_1, 32 x sky130_fd_sc_hd__a221oi_1, 31 x sky130_fd_sc_hd__a211o_1
Maximum number of pins on one net before global-route repair: 68
Die outline area: 0.0317 mm^2
Total number of warnings across the stage logs: 30
Clock slew at the register clock pins of the worst setup and hold paths: 0.03 ns
Slowest cell delay on critical path: 0.76 ns
Filler cell count: 2655
Length of routed wiring on met1: 6.56 mm
Power per unit of standard cell area: 50.7 mW/mm^2
Core outline area: 0.0245 mm^2
Yosys cell count: 491
Max layer used: met4
GRT Residual Overflow: 0
Die Y-Extent: 178 um
Worst Skew: 0 ns
Number of max-cap violations: 0
Crit Path Class: in2out
Area added between synthesis and finish: 65.5%
Clk ins delay skew pair: 0.22 ns
Half-perimeter wire length after placement: 14.5 mm
Proportion of synthesized chip area in sequential cells: 2.90%
Number of detailed-route iterations in the first pass: 4
Slew @ Worst Pin: 0.910 ns
Post-DR wirelength/cell: 18.4 um
worst paths after layout:
kind	from	endpoint	slack (ns)	depth (start not counted)
max	paddr[13]	paddr_s[89]	1.41	8
min	slave_select_reg[2]$_DFFE_PN0P_	slave_select_reg[2]$_DFFE_PN0P_	0.53	2
max reg2reg	slave_select_reg[3]$_DFFE_PN0P_	slave_select_reg[3]$_DFFE_PN0P_	6.76	2
min reg2reg	slave_select_reg[2]$_DFFE_PN0P_	slave_select_reg[2]$_DFFE_PN0P_	0.53	2
max in group asynchronous	presetn	slave_select_reg[3]$_DFFE_PN0P_	5.99	1
min in group asynchronous	presetn	slave_select_reg[2]$_DFFE_PN0P_	1.53	1
through the flow:
stage / power (W) / instance area [um^2] / utilization [%] / cells
final: 0.000290 / 5720 / 23.4 / 951
after global routing: 0.000308 / 5720 / 23.4 / 951
after CTS: 0.000295 / 5720 / 23.4 / 950
after detailed placement: 0.000208 / 5640 / 23.1 / 946
after global placement: 0.000209 / 5640 / 23.1 / 946
after floorplan: 0.0000963 / 3460 / - / 491
cells in the mapped netlist, drive strengths merged, types with 2 or more instances:
library cell,count
nor4,8
nand2,62
or3,4
a21oi,35
or2,2
nand4,4
buf,126
or4,7
nand2b,2
a211o,31
nand3,7
a221oi,32
dfrtp,4
inv,42
nor3,6
nor2,17
clkbuf,28
nor2b,2
ha,7
xnor2,25
xor2,28
a221o,2
power breakdown:
part             switching, W  internal (W)
combinational       0.0000588      0.000127
clock               0.0000145     0.0000684
sequential     0.000000000133     0.0000212
cell type report:
type / count / area (um^2) / area share, %
repair buffers: 285 / 2850 / 49.8
multi-input cells: 291 / 2130 / 37.2
well taps: 324 / 405 / 7.08
inverters: 42 / 158 / 2.75
flip-flops and latches: 4 / 103 / 1.79
clock buffers: 4 / 78.8 / 1.38
diodes: 1 / 2.50 / 0.0437
kinds of logic (layout without fill, tap and decap cells):
kind of cell | after synthesis | after routing | share of synthesized area, %
XOR/XNOR | 53 | 53 | 13.4
buffers and inverters | 196 | 331 | 35.6
adder cells (fa/ha/maj) | 7 | 7 | 2.53
flip-flops | 4 | 4 | 2.90
other | 0 | 1 | 0
AND-OR/OR-AND | 106 | 106 | 26.5
AND/OR/NAND/NOR | 125 | 125 | 19.1
worst register-to-register path: stages (launching register included):
cell and delay [ns]:
sky130_fd_sc_hd__dfrtp_2 0.68, sky130_fd_sc_hd__nand2_1 0.10, sky130_fd_sc_hd__nand2_1 0.09
per-layer routing:
layer	vias to the layer above	GRT usage [%]
li1	1835	-
met1	1731	11.1
met2	290	15.5
met3	30	6.05
met4	0	3.20
met5	-	0
Power is estimated from default activity; no workload was simulated.
